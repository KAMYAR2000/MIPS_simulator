`design.v`:
```
module ALU(input [15:0] A, B, input [3:0] controlSignal, output reg[15:0] out);
  always @(*) begin
    case (controlSignal)
           4'b0000: out = A + B ;  
           4'b0001: out = A - B ;  
           4'b0010: out = A & B ;   
           4'b0011: out = A | B;   
           4'b0100: out = A ^ B;   
           4'b0101: out = ~(A ^ B); 
           4'b0110: out = A < B ? 16'b1 : 16'b0 ;   
           default: out = A + B ;        
    endcase
  end
endmodule
```
`config.mk`:
```
export PLATFORM = sky130hd
export DESIGN_NAME = ALU
export DESIGN_NICKNAME = ALU
export VERILOG_FILES = /design/flow/design.v
export SDC_FILE = /design/flow/constraint.sdc
export NUM_CORES = 4
export LEC_CHECK = 1
export CORE_AREA = 10 10 100 100
export DIE_AREA = 0 0 110 110
```
`constraint.sdc`:
```
current_design ALU

set clk_period 17.1
set clk_io_pct 0.2

create_clock -name clk0 -period $clk_period

set non_clock_inputs [all_inputs -no_clocks]
set_input_delay [expr $clk_period * $clk_io_pct] -clock clk0 $non_clock_inputs
set_output_delay [expr $clk_period * $clk_io_pct] -clock clk0 [all_outputs]
```
`run.sh`:
```
#!/bin/bash
# OpenROAD 26Q1-2900-gdf79404cd8, Yosys 0.63+post, stock flow scripts
make -C /OpenROAD-flow-scripts/flow DESIGN_CONFIG=/design/flow/config.mk WORK_HOME=/design/flow/orfs finish
```
==> run summary <==
flow finished, numbers: endpoints failing hold 0, CP Class input pin to output pin, Flops 0, Unique cell types 71, relative slew slack 0.485, Mapped Area 0.00263 mm2, Worst-Margin Slew 0.769 ns, GP Congestion 0.936, die height 110 um, Crit-path slowest cell clkdlybuf4s50_1, share of layout cells above drive strength 1 0.0697, CORE AREA 0.00781 mm2, Hold Crit Start A[1], WP data arrival 6.73 ns, I/O Buffers 52, register share after synthesis 0, WP data required 13.68 ns, total gr overflow 0, count leader, synth ha_1, Most Frequent Cell on Critical Path clkdlybuf4s50_1, Synthesis Warnings 1, top cells by area, synth ha_1 (23%), a21oi_1 (7.0%), inv_1 (6.6%), Gate Area 0.00234 mm2, Power Density 32.7 mW/mm2, Vias 2868, area share, top type 0.229, GRT Total Usage 0.134, top cells by count ha_1 (48), inv_1 (46), a21oi_1 (37), Max Fclk 0.0985 GHz, cell type with the largest total area ha_1, leakage 0.00141 uW, drt via density 5.54, area reported by Yosys stat 0.00263 mm2, postcts setup bufs 0, tool warnings 64, Initial DRC Count 155, row count 32, DRC errors left 0, first-pass GRT wire length 13500 um, CP peak stage delay 0.52 ns, Placed Cells 518, fp util 0.337, layout filler cell count 804, ys cells 380, cells along the critical path clkdlybuf4s50_1 -> ha_1 -> inv_1 -> fa_1 -> nor2b_1 -> o2111ai_2 -> a31oi_2 -> a21oi_1 -> o41a_1 -> mux2_2 -> o22ai_1 -> clkdlybuf4s50_1, FF/Latch Area 0 um2, status complete, no violations, syn_area_per_cell 6.91 um2, endpoints failing setup 0, DP HPWL 6450 um, diode count 0, clkbuf count 0, Hold EP out[1], Peak VDD IR 0.0000121 V, I/O pin cnt 52, CTS Hold Bufs 0, Mapped Cells 380, Min-Delay Path Depth 5, Worst path top cell family by delay AND-OR/OR-AND gates, Max Cap Viol 0, number of slew-limit violations in the final report 0, drt pass-1 iters 4, CP Max Fanout 5, TNS Setup 0 ns, non-filler cells, final 518, vias in the first global route 2660, total routed wirelength 8090 um, Critical Path Start Type input pin, crit path time final 10.15 ns, Tcrit/Tclk final 0.594, Die Size 0.0121 mm2, crit path buf inv count 3, cts repair resizes 0, antenna violations before repair 0, wire per inst 15.6 um, type of the most critical hold path input pin to output pin, Crit. End Element output pin, RSZ-0062 raised after global routing false, largest net degree at the start of global routing 30, synthesis-to-finish area growth 22.1%, Antenna Nets Post-Route 0, Die X 110 um
## area by class of cell
class              count  share of cell area
multi-input cells    311               0.730
repair buffers        57               0.174
inverters             48              0.0561
well taps            102              0.0398
## metrics by stage
step,cell area (um2),worst slack (ns),total power [uW],hold WS [ns],util
3_5_place_dp,3210,6.95,104,8.10,0.411
3_3_place_gp,3210,6.95,104,8.11,0.411
4_1_cts,3210,6.92,105,8.11,0.411
5_1_grt,3210,6.66,117,8.19,0.411
2_1_floorplan,2630,8.20,65.2,7.06,-
6_report,3210,6.95,105,8.09,0.411
## how the worst max path moves through the flow
stage	from	endpoint	slack (ns)	cells after the start
4_1_cts	B[0]	out[12]	6.92	12
5_1_grt	A[0]	out[10]	6.66	12
6_report	B[0]	out[12]	6.95	12
## logic make-up after synthesis
logic type,count (synthesis),synth area share
AOI/OAI and AO/OA,147,0.410
xor gates and xnor gates,7,0.0233
adders and majority gates,50,0.244
buffers and inverters,69,0.108
muxes,3,0.0124
and+or+nand+nor,104,0.203
## placed cells by master, fill, tap and decap left out, types with 4 or more instances in the layout
| cell | count |
|---|---|
| ha_1 | 48 |
| a211oi_1 | 6 |
| nor2b_1 | 5 |
| a21oi_1 | 37 |
| nand3_1 | 6 |
| nand2b_1 | 6 |
| o21bai_1 | 4 |
| clkdlybuf4s50_1 | 52 |
| a211o_1 | 4 |
| a221oi_1 | 5 |
| o211ai_1 | 9 |
| nor2_1 | 33 |
| nor3_1 | 9 |
| o21a_1 | 5 |
| o22ai_1 | 6 |
| inv_1 | 46 |
| a21o_1 | 4 |
| nand3b_1 | 4 |
| o21ai_0 | 21 |
| o221ai_1 | 7 |
| buf_4 | 5 |
| o31ai_1 | 5 |
| nand2_1 | 19 |
| xnor2_1 | 4 |
## metal layers
layer  wire length [um]  track usage  up-vias
li1                   -            -     1466
met2               3380        0.197      109
met3                703       0.0200        8
met1               3900        0.207     1285
met5                  0            0        -
met4                109       0.0112        0
## worst min-delay path: cells and delay by family
family	cells	cell delay [ns]
buffers and inverters	3	1.01
adders and majority gates	1	0.18
AOI/OAI and AO/OA	1	0.06
## power breakdown
group / total (uW) / internal [uW] / switching, uW
clock network: 0 / 0 / 0
logic: 105 / 51.4 / 53.4
registers: 0 / 0 / 0
No activity file was given, so power comes from the tool's default toggle rates.
