==> design/flow/design.v <==
module IDEX(input clk, input [3:0] aluSig_in, input WB_in, extendForMem_in, WMEM_in, load_in,
			input [15:0] R1_in, R2_in, wdMem_in,
			input [2:0] rd_in, rs_in, rt_in,
			output reg [3:0] aluSig_out,
			output reg WB_out, extendForMem_out, WMEM_out, load_out,
			output reg [15:0] R1_out, R2_out, wdMem_out,
			output reg [2:0] rd_out, rs_out, rt_out,
			input reg [1:0] stall);
	initial {aluSig_out, WB_out, R1_out, R2_out, rd_out, rs_out, rt_out, extendForMem_out, WMEM_out, load_out, wdMem_out} = 65'b 0;
	always @(posedge clk) begin
		aluSig_out = aluSig_in; 
		WB_out = WB_in; 
		R1_out = R1_in;
		R2_out = R2_in;
		rd_out = rd_in;
		rs_out = rs_in;
		rt_out = rt_in;
		extendForMem_out = extendForMem_in;
		WMEM_out = WMEM_in;
		load_out = load_in;
		wdMem_out = wdMem_in;
		if(stall == 2'b01 || stall == 2'b10) begin     
			WMEM_out = 0;						 
			WB_out = 0;
		end
	end
endmodule
==> design/flow/run.sh <==
#!/bin/bash
# OpenROAD 26Q1-2900-gdf79404cd8, Yosys 0.63+post, stock flow scripts
make -C /OpenROAD-flow-scripts/flow DESIGN_CONFIG=/design/flow/config.mk WORK_HOME=/design/flow/orfs finish
==> design/flow/config.mk <==
export PLATFORM = sky130hd
export DESIGN_NAME = IDEX
export DESIGN_NICKNAME = IDEX
export VERILOG_FILES = /design/flow/design.v
export SDC_FILE = /design/flow/constraint.sdc
export NUM_CORES = 4
export LEC_CHECK = 1
export CORE_AREA = 10 10 100 100
export DIE_AREA = 0 0 110 110
==> design/flow/constraint.sdc <==
current_design IDEX

set clk_period 1.0
set clk_io_pct 0.2

create_clock -name clk0 -period $clk_period [get_ports {clk}]

set non_clock_inputs [all_inputs -no_clocks]
set_input_delay [expr $clk_period * $clk_io_pct] -clock clk0 $non_clock_inputs
set_output_delay [expr $clk_period * $clk_io_pct] -clock clk0 [all_outputs]
==> impl_metrics.ini <==
; yosys + openroad results
[status]
outcome = finished clean

[cells_and_area]
drive_above_1_share_pct = 37.7
fin_util_pct = 33.6
n_fill_cell = 832
area_delta_synth_final_pct = 98.6

[worst_setup_path]
path_buffers = 1
start_kind = register
worstPathRequired_ns = 0.80
critical_path.max_fanout = 1
path_delay_family = flip-flops
cpPeakStageDelay_ns = 0.31
critPathSlowestCell = dfxtp_2
critPathKind = reg -> out
path_cells = buf_2
crit_arrival_ns = 0.74
cp-end-kind = primary output

[final_timing]
fin_crit_sh_pct = 94.3
slew_headroom_pct = 91.0
worst_slew_pin_slew_ns = 0.134
rsz0062_at_grt = false
finalSetupViolCount = 0
fin_tns_setup_ns = 0
fin_crit_ns = 0.943
finalHoldViolations = 0
slew_violations = 0
max_clock_freq_ghz = 1.06

[power]
p_switching_uw = 974
power_leakage_uw = 0.00117
seq_power_share_pct = 53.6
pwr_density_cell_nw_per_um2 = 1960
clock_power_share_pct = 39.0
finalPower_uw = 5150
p_int_uw = 4170
pwr-share-comb_pct = 7.4
peakVddDrop_mv = 1.01
switching_share_pct = 18.9

[synthesis]
flop_cell = dfxtp_1
yosys-top-cells-area = dfxtp_1, and2_1, xnor2_1
ys_chip_area_sq_um = 1320
edf_count = 0
netlist_area_sq_um = 1320
most_common_cell = dfxtp_1
ys_cells = 68
ys_ff = 65
netlist_instances = 68
yosysSeqAreaShare_pct = 98.4
avgSynthCellArea_sq_um = 19.4
yosys_warnings = 1
common_cells = dfxtp_1, and2_1, xnor2_1
top_area_cell = dfxtp_1
synth-async-reset-ratio_pct = 0
synth_cell_type_count = 3
top_cell_area_share_pct = 98.4

[global_route]
grt_usage_pct = 6.82
gr-max-usage-layer = met2
grt_pass1_wl_um = 6220
grt_use_met2_pct = 9.99
antenna_found_initial = 0
gr-total-overflow = 0
grt_pass1_vias = 1055
grt_util_met1_pct = 8.01
use_met3_pct = 5.05
grt_max_degree = 11

[die]
dieArea_sq_um = 12100
core-area_sq_um = 7810
die_width_um = 110
fp.dieH_um = 110
io_pins = 133
fp-row-count = 32
fp_util_pct = 16.9

[run]
drv_cap = 0
warnings = 25

[clocking]
cts_sinks = 65
hold_buffers = 0
clockRootBuffer = clkbuf_8
cts_made_buffers = 9
postCtsSetupBuffers = 0
tritoncts = yes
cts_max_path_buffers = 2
cts_max_level = 3
cts.repair.resized = 210
clkSlewWorstSetupHoldPaths_ns = 0.06

[hold_path]
min_path_type = in -> reg

[route]
antenna_cells = 0
antenna_left = 0
vias_per_cell = 3.23
drt-initial-drc-count = 12
drc = 0
vias = 1025
drt_pass1_iterations = 3
wl_per_cell_um = 14.3
finalWirelength_um = 4540

[placement]
dp_hpwl_um = 3880
port_buffers = 132
place.gp.congestion = 0.768
[final cells by class]
cell class	count	area [sq um]	share of cell area [%]
well taps	102	128	4.86
multi-input cells	3	21.3	0.810
clock buffers	11	131	5.00
flip-flops and latches	65	1310	49.7
clock inverters	4	45.0	1.72
repair buffers	132	996	37.9
[routing by layer]
metal  part of all wire, %  vias up  routed length (um)
met2                    44       86                1980
met3                    17        9                 755
li1                      -      492                   -
met1                    38      438                1730
met4                   1.7        0                  75
met5                     0        -                   0
[state kept, by name, indices dropped and copies added, names as in the netlist]
signal	flops
R1_out	16
R2_out	16
wdMem_out	16
aluSig_out	4
rd_out	3
rs_out	3
rt_out	3
WB_out	1
WMEM_out	1
extendForMem_out	1
load_out	1
[logic make-up (layout without fill, tap and decap cells)]
logic type | after synthesis | in the layout | synth area share, %
flip-flops | 65 | 65 | 98.4
AND/OR/NAND/NOR | 2 | 2 | 0.946
XOR/XNOR | 1 | 1 | 0.662
buffers and inverters | 0 | 147 | 0
[metrics by stage]
stage | std cells | hold slack, ns | setup slack (ns) | area (sq um)
after floorplan | 68 | 0.228 | 0.440 | 1320
after global routing | 317 | 0.274 | 0.00660 | 2630
after CTS | 317 | 0.282 | 0.0263 | 2630
after detailed placement | 302 | 0.652 | -0.0264 | 2770
after global placement | 302 | 0.649 | -0.00739 | 2770
final | 317 | 0.308 | 0.0573 | 2630
[power groups by stage]
stage / combinational [uW] / sequential, uW / clock [uW]
4_1_cts: 397 / 2760 / 2110
6_report: 383 / 2760 / 2000
5_1_grt: 419 / 2770 / 2230
[path summary, 6_finish.rpt]
check | from | endpoint | slack, ns | depth (start not counted)
worst max-delay path | wdMem_out[1] | wdMem_out[1] | 0.06 | 1
worst min-delay path | R2_in[11] | R2_out[11] | 0.31 | 1
[cell usage in the layout, fill, tap and decap left out]
cell type / count
clkbuf_1: 2
dfxtp_2: 3
bufinv_16: 1
xnor2_1: 1
clkbuf_8: 9
clkinv_2: 3
buf_2: 65
dfxtp_1: 62
clkdlybuf4s50_1: 67
and2_1: 2
Power is estimated from default activity; no workload was simulated.
