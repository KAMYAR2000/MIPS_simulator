==> constraint.sdc <==
current_design RegisterFile

set clk_period 2.8
set clk_io_pct 0.2

create_clock -name clk0 -period $clk_period [get_ports {clk}]

set non_clock_inputs [all_inputs -no_clocks]
set_input_delay [expr $clk_period * $clk_io_pct] -clock clk0 $non_clock_inputs
set_output_delay [expr $clk_period * $clk_io_pct] -clock clk0 [all_outputs]
==> design.v <==
module RegisterFile(input clk, input [2:0] R1point, R2point, writeRpoint, input [15:0] writeData, input writeEnable, output reg[15:0] R1, R2);
    reg [15:0] Registers [0:15];
    integer i;
    initial begin
        for (i=0; i<15; i=i+1) begin
            Registers[i] = 0;
        end
    end
    always @(*) begin
        Registers[0] = 0;
        R1 = Registers[R1point];
		R2 = Registers[R2point];
    end
    always @(negedge clk)
		if (writeEnable) Registers[writeRpoint] = writeData;
endmodule
==> config.mk <==
export PLATFORM = sky130hd
export DESIGN_NAME = RegisterFile
export DESIGN_NICKNAME = RegisterFile
export VERILOG_FILES = /design/flow/design.v
export SDC_FILE = /design/flow/constraint.sdc
export NUM_CORES = 4
export LEC_CHECK = 1
export CORE_UTILIZATION = 50
==> run.sh <==
#!/bin/bash
# OpenROAD 26Q1-2900-gdf79404cd8, Yosys 0.63+post, stock flow scripts
make -C /OpenROAD-flow-scripts/flow DESIGN_CONFIG=/design/flow/config.mk WORK_HOME=/design/flow/orfs finish
==> run summary <==
outcome: complete, but fails checks
failing checks: negative setup slack
CTS Buf Count: 9
largest net degree at the start of global routing: 20
DRT iter0 DRCs: 176
gr usage total: 0.274
Leak: 3.23 nW
area post-placement: 6510 um^2
DR pass1 iterations: 4
vias in the first global route: 4,284
sequential cell area: 3360 um^2
Final ANT Viol Nets: 0
DRC: 0
logic area: 1990 um^2
Die H: 105 um
Post-Syn Area: 5330 um^2
CP startpoint kind: register
Worst Hold End: R2[4]
Worst path slowest cell: edfxtp_1
port buffer count: 58
EDFF count, synth: 112
chip area: 11,100 um^2
count of tool warnings: 141
Max VDD drop: 0.000359 V
Placed Cells: 571
Synth Seq Share: 0.631
initial antenna violation count: 0
routability cong.: 0.848
cell family with most CP delay: flip-flops
hold depth: 3
YS chip area: 5330 um^2
drt wl/cell: 18.3 um
Top FF cell, synth: edfxtp_1
worst path bufs/invs: 1
Slew HR: 0.702
vias per std cell: 5.49
Clock transition at path regs: 40 ps
critical path type: reg -> out
CTS Root Cell: clkbuf_8
CTS tree: built
Ys Warns: 2
P&R area growth vs syn: 36.2%
Mapped Cells: 355
Hold WC Path Type: in -> out
hpwl dp: 8190 um
layout cells sized above 1: 0.300
max cap viols: 0
drt total wl: 13,200 um
FFs w/ async S/R, synth: 0
Hold Crit Start: R2point[0]
H-tree level count: 3
Via Count: 3,950
Post-Layout Cell Count: 719
final instance area: 7260 um^2
Fillers: 685
Rows: 37
CP peak stage delay: 390 ps
total power: 0.00391 W
Hold Violations, Final: 0
gr ovfl total: 0
Antenna Cells: 0
measured slew at the worst slew-check pin: 447 ps
Init Core Util: 0.517
WP data arrival: 2920 ps
crit path DRT: 2240 ps
synth unique cells: 31
RSZ-0062 raised after global routing: yes
worst-path fanout max: 2
Setup crit end kind: output pin
CTS Hold Bufs: 0
setup_tns: -19,440 ps
die width: 105 um
Setup-failing EPs final: 32
syn avg cell area: 15.0 um^2
first-pass GRT wire length: 20,500 um
io pins: 59
Clock Path Buffers: 2
slack of the critical path: -684 ps
Power Density: 538 nW/um^2
Core ar.: 10,300 um^2
max reg flops: 112
clk sink count: 112
critical-path cell list: mux2_4, a32oi_1, o221ai_1, buf_2
# Cells Yosys: 355
Post-synth regs: 112
Max Slew Vio Count: 0
==> routing by layer <==
metal  global-route usage  vias to the layer above  part of all wire
li1                     -                     1893                 -
met1                0.367                     1833              0.38
met2                0.388                      203              0.48
met3                0.182                       21              0.13
met4               0.0825                        0             0.012
met5                    0                        -                 0
==> cells in the mapped netlist, types with 5 or more instances <==
cell	instances	area (um^2)
nand2b_1	7	43.8
mux2i_1	65	651
nand3_1	14	70.1
o221ai_1	10	87.6
a21o_1	13	97.6
o211ai_1	5	37.5
mux2_2	18	203
buf_2	11	55.1
nor2_1	6	22.5
a32oi_1	19	166
nand2_1	5	18.8
o21ai_0	15	75.1
buf_6	8	90.1
edfxtp_1	112	3360
buf_4	5	37.5
o22ai_1	13	81.3
==> worst max-delay path by stage <==
stage | from | endpoint | slack [ps] | depth (start not counted)
CTS | Registers[4][1]$_DFFE_NP_ | R2[1] | -710 | 4
global route | Registers[4][5]$_DFFE_NP_ | R2[5] | -820 | 4
finish | Registers[3][1]$_DFFE_NP_ | R1[1] | -680 | 4
==> metrics by stage <==
stage / worst slack [ps] / hold slack, ps / utilization
finish: -684 / 1660 / 0.704
global route: -817 / 1690 / 0.704
CTS: -713 / 1650 / 0.691
detailed placement: -611 / 1940 / 0.630
global placement: -610 / 1940 / 0.630
floorplan: -85.6 / 1270 / -
==> layout make-up <==
| cell class | instances | share of cell area |
|---|---|---|
| well taps | 136 | 0.0234 |
| flip-flops and latches | 112 | 0.463 |
| repair buffers | 130 | 0.154 |
| inverters | 2 | 0.00103 |
| clock buffers | 9 | 0.0171 |
| multi-input cells | 212 | 0.274 |
| clock inverters | 118 | 0.0675 |
==> where the power goes <==
group	total (W)	internal (W)	switching, W
clock	0.00150	0.000551	0.000945
sequential	0.00194	0.00191	0.0000238
combinational	0.000475	0.000246	0.000229
==> repair_timing <==
item | CTS | global route
buffers inserted | 14 | 7
pin swaps | 41 | 32
setup endpoints to repair | 144 | 40
gates cloned | 1 | 0
resized | 128 | 17
==> kinds of logic after synthesis <==
logic type | count (synthesis) | synth area share
AOI/OAI and AO/OA | 84 | 0.115
and+or+nand+nor | 41 | 0.0413
muxes | 87 | 0.174
DFF | 112 | 0.631
buffers and inverters | 31 | 0.0392
==> cell usage in the layout, fill, tap and decap left out, drive strengths merged <==
master and count:
o221ai 10, nor2 6, a311oi 2, o22ai 13
o21ai 15, edfxtp 112, clkdlybuf4s50 18, mux2i 65
clkbuf 9, buf 110, a32oi 19, mux4 2
a221oi 2, clkdlybuf4s15 2, nand2b 7, nand3 14
nor3 1, a21o 13, a211oi 2, and2 3
nor2b 2, nand2 5, o211ai 5, inv 115
clkinv 5, and3b 1, a21oi 2, nor3b 2
a22oi 1, mux2 20
Power and IR drop assume default switching activity.
